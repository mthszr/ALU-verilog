`./config.mk`:
```
export PLATFORM = sky130hd
export DESIGN_NAME = comparador
export DESIGN_NICKNAME = comparador
export VERILOG_FILES = /design/flow/design.v
export SDC_FILE = /design/flow/constraint.sdc
export NUM_CORES = 4
export LEC_CHECK = 1
export CORE_AREA = 10 10 70 70
export DIE_AREA = 0 0 80 80
```
`./constraint.sdc`:
```
current_design comparador

set clk_period 4.0
set clk_io_pct 0.2

create_clock -name clk0 -period $clk_period

set non_clock_inputs [all_inputs -no_clocks]
set_input_delay [expr $clk_period * $clk_io_pct] -clock clk0 $non_clock_inputs
set_output_delay [expr $clk_period * $clk_io_pct] -clock clk0 [all_outputs]
```
`./design.v`:
```
module comparador(
	input [3:0] a,
	input [3:0] b,
	input sa, 
	input sb,
	output reg igual,
	output reg maior,
	output reg menor
);
reg novo_sa, novo_sb;
reg [3:0] novo_a, novo_b;
always @(*) begin
	novo_sa = (a == 0) ? 0 : sa;
	novo_sb = (b == 0) ? 0 : sb;
	novo_a = novo_sa ? -a : a;
	novo_b = novo_sb ? -b : b;
	if (novo_sa != novo_sb) begin
		igual = 0;
		maior = novo_sa < novo_sb;
		menor = novo_sa > novo_sb;
	end else begin
		igual = (novo_a == novo_b);
		maior = (novo_a > novo_b);
		menor = (novo_a < novo_b);
	end
end
endmodule
```
`./run.sh`:
```
#!/bin/bash
# OpenROAD 26Q1-2900-gdf79404cd8, Yosys 0.63+post, stock flow scripts
make -C /OpenROAD-flow-scripts/flow DESIGN_CONFIG=/design/flow/config.mk WORK_HOME=/design/flow/orfs finish
```
==> flow_summary.ini <==
; implementation run metrics
[synth]
syn_area_um2 = 317.8
most_common_cell = ha_1
top_area_share_pct = 27.56
ys_types = 20
ys_top_cells_by_count = ha_1, nor2b_1, inv_1, nor2_1
ys_cells = 40
avgSynthCellArea_um2 = 7.945
ys_area_um2 = 317.8
synth_warnings = 1
area_leaders = ha_1, nor2b_1, o31ai_4, xnor2_1, inv_1
synth_seq_share_pct = 0
largest_area_cell = ha_1
netlist_instances = 40

[critical_path]
path_class = input port to primary output
crit_end = maior
cp.required_ps = 3200
crit_fanout = 4
cp.arrival_ps = 3080
cp-start-kind = input port
crit_start = a[2]
end_kind = primary output

[die]
rows = 21
die-area_um2 = 6400
die_h_um = 80
core_area_um2 = 3416
io_pins = 13
fp-utilization_pct = 9.304
die_x_um = 80

[final_timing]
hold_slack_ps = 2602
hold_viol_final = 0
slew_viol_final = 0
fin_setup_tns_ps = 0
fmax_ghz = 0.2578
max_slew_margin_pct = 83.72
timing.final.crit_share_pct = 96.98
worstMarginPinSlew_ps = 239.5
finalSetupViolCount = 0
rsz0062_at_grt = no
period_needed_ps = 3879

[power]
power.density_nw_per_um2 = 118.8
p_leak_nw = 0.2767
vdd_ir_drop_max_v = 0.00002007
finalPower_uw = 74.31

[placement]
dp_cells = 107
port-buffer-count = 13
place_hpwl_um = 781.8
gp_congestion = 0.6709

[global_routing]
grt_max_degree = 5
grt_pass1_vias = 361
track_usage_pct = 2.495
antenna_found_initial = 0
grt_pass1_wl_um = 1380
grt_overflow = 0

[cells_and_area]
area_delta_synth_final_pct = 96.85
final_cells = 109
nClkBuffers = 0
flop_area_um2 = 0
flops = 0
layout-drive-gt1-share_pct = 31.75
postLayoutCoreUtil_pct = 18.32

[clock_network]
hold_buffers = 0

[routing]
wl_per_cell_um = 8.193
vias = 360
first_pass_iters = 4
dr.first_iter.drc_count = 32
routed_via_density = 3.303
ant_nets = 0
diodes = 0
wl_um = 893
route.detailed.drc = 0

[run]
drv_cap = 0
openroad.warnings = 32

[min_path]
hp-class = input port to primary output

[status]
status = completed
-- routing by layer --
metal | GRT usage (%) | vias up | wire length, um
met2 | 5.698 | 5 | 530
met3 | 0.2273 | 0 | 40
met5 | 0 | - | 0
met1 | 2.312 | 163 | 322
met4 | 0 | 0 | 0
li1 | - | 192 | -
-- what timing repair did --
item,4_1_cts,5_1_grt
resized,8,5
setup endpoints to repair,2,2
buffers inserted,2,0
pin swaps,4,4
-- cells in the final DEF (no fill, tap or decap), drive strengths merged, types with 3 or more instances in the layout --
cell and n:
ha 7, nor2b 5, o31ai 3, clkdlybuf4s50 9, buf 10, nor2 3
inv 5
-- final cells by class --
| cell class | instances | area, um2 |
|---|---|---|
| repair buffers | 23 | 207.7 |
| inverters | 5 | 18.77 |
| fillers | 378 | 2790 |
| multi-input cells | 35 | 341.6 |
| well taps | 46 | 57.56 |
-- logic make-up after synthesis --
group | share of synthesized area (%)
fa+ha+maj | 27.56
xor+xnor | 5.513
simple gates | 22.44
buf+inv | 5.903
mux | 7.873
compound gates | 30.71
-- worst max-delay path, cell delays in order --
cell and delay (ps):
clkdlybuf4s50_1 510, o31ai_4 290, mux2_4 330, ha_4 260, nor2b_1 120, o221ai_1 130
a21oi_1 150, clkdlybuf4s50_1 480
-- worst min path at each step --
stage	start	to	slack (ps)	cells past startpoint
4_1_cts	a[0]	maior	2800	7
6_report	b[0]	maior	2600	6
5_1_grt	b[0]	maior	2680	6
-- report_power, final --
part,internal [mW],switching (mW),leakage (nW)
Clock,0,0,0
Combinational,0.0465,0.0278,0.277
Sequential,0,0,0
Total,0.0465,0.0278,0.277
-- through the flow --
stage	cell area (um2)	setup WS [ps]
2_1_floorplan	317.8	864.2
3_3_place_gp	565.5	-152.9
3_5_place_dp	565.5	-164.5
4_1_cts	603.1	25.47
5_1_grt	625.6	16.44
6_report	625.6	120.6
Power figures rest on the tool's default switching activity, not on a simulated workload.
