==> run.sh <==
#!/bin/bash
# OpenROAD 26Q1-2900-gdf79404cd8, Yosys 0.63+post, stock flow scripts
make -C /OpenROAD-flow-scripts/flow DESIGN_CONFIG=/design/flow/config.mk WORK_HOME=/design/flow/orfs finish
==> config.mk <==
export PLATFORM = sky130hd
export DESIGN_NAME = operacoes
export DESIGN_NICKNAME = operacoes
export VERILOG_FILES = /design/flow/design.v
export SDC_FILE = /design/flow/constraint.sdc
export NUM_CORES = 4
export LEC_CHECK = 1
export CORE_AREA = 10 10 70 70
export DIE_AREA = 0 0 80 80
==> constraint.sdc <==
current_design operacoes

set clk_period 3.1
set clk_io_pct 0.2

create_clock -name clk0 -period $clk_period

set non_clock_inputs [all_inputs -no_clocks]
set_input_delay [expr $clk_period * $clk_io_pct] -clock clk0 $non_clock_inputs
set_output_delay [expr $clk_period * $clk_io_pct] -clock clk0 [all_outputs]
==> design.v <==
module operacoes(
	input [3:0] a,
	input [3:0] b,
	input sa,  
	input sb,  
	input subtracao, 
	output reg sres,  
	output reg [4:0] res  
);
wire novo_sb = subtracao ^ sb;
always @(*) begin
	if(sa == novo_sb) begin
		sres = sa;
		res = a + b;
	end
	else begin
		if(a > b) begin
			sres = sa;
			res = a - b;
		end else if (a == b) begin
			sres = 0;
			res = 0;
		end else begin
			sres = novo_sb;
			res = b - a;
		end
	end
end
endmodule
==> impl_metrics.ini <==
; generated from flow reports
[timing]
worst_slew_pin_slew_ns = 0.2841
slew_headroom = 0.8104
finalClockPeriodUsage = 0.9709
report.final.hold_viol_count = 0
maxSlewViolCount = 0
setup_viol = 0
fmax_ghz = 0.3322
grt_setup_unrepaired = yes
hold-worst-slack_ns = 1.945
fin_crit_ns = 3.010
fin_setup_tns_ns = 0

[floorplanning]
die_w_um = 80
chipArea_um2 = 6400
coreArea_um2 = 3416
die_h_um = 80
fp-row-count = 21
num_io_pins = 17
core_util_floorplan = 0.1601

[place]
finalWeightedCongestion = 0.8811
portBuffers = 17
placed_area_um2 = 959.7
hpwl_mm = 1.320

[logic_synthesis]
ys_types = 25
ys_seq_share = 0
ys_cells = 73
syn-cell-area_um2 = 546.8
xor_share = 0.08009
yosysWarningCount = 1
syn_avg_cell_area_um2 = 7.490
mux_share = 0.04119
top_area_cell = ha_1
ys_sh_simple = 0.1442
netlist.area_leader.share = 0.2746
compound_area_frac = 0.2426
area_leaders = ha_1 (27%), fa_1 (11%), inv_1 (8.9%)
ys_sh_adder = 0.3844
syn_inst = 73
yosys_area_um2 = 546.8
synthTopLogicFamily = adder cells

[layout]
ff_count = 0
seqCellArea_um2 = 0
drive_gt1_frac = 0.5124
finalInstanceArea_um2 = 1091
clock_buffers = 0
multiInputGateArea_um2 = 595.6
syn2layout_area_growth_pct = 99.54
n_fill_cell = 362

[global_routing]
antenna_found_initial = 0
grt_overflow = 0
grt_pass1_vias = 679
grt_pass1_wl_mm = 3.008
grt_start_max_net_pins = 7
grt.total_usage = 0.05450

[worst_setup_path]
worstSetupPathType = in -> out
startpoint_type = primary input
arrival_ns = 2.39
worstSetupEndpointType = primary output
required_ns = 2.48
cp_max_fo = 5

[power]
pwr-share-seq = 0
switching_share = 0.4100
switchingPower_mw = 0.08578
p_comb_frac = 1.000
p_leak_nw = 0.5320
ir_worst_vdd_v = 0.00009389
internal-power_mw = 0.1235
pwr-share-clk = 0
p_per_area_nw_per_um2 = 191.8

[route]
viasPerCell = 3.970
drc = 0
postRouteAntennaNets = 0
num_vias = 663
drtIter0Drc = 26
wl_per_cell_um = 10.15
diodes = 0
wl_mm = 1.695
first_pass_iters = 4

[flow_run]
cap_viol_max_count = 0
tool_warnings = 42

[worst_hold_path]
min_path_type = in -> out

[clock_tree]
hold_buffers = 0

[outcome]
outcome = completed
-- Yosys cell counts (all sizes together) (2+ instances only) --
master / n
inv: 13
ha: 12
nor2: 6
o21ai: 5
a21oi: 4
o22ai: 4
fa: 3
nand2: 3
xnor2: 3
a21o: 2
buf: 2
mux2: 2
nor2b: 2
xor2: 2
-- final timing paths --
path | cells after the start | startpoint | to | slack, ns
setup / recovery | 10 | a[2] | res[3] | 0.09
hold / removal | 6 | b[2] | res[3] | 1.95
-- layer usage --
metal,global-route usage,share of wire,vias to the layer above
met1,0.09012,0.56,293
met3,0.009091,0.082,0
met5,0,0,-
met4,0.001761,0,0
li1,-,-,346
met2,0.07303,0.36,24
-- power groups by stage --
stage	sequential [mW]	combinational, mW	clock (mW)
4_1_cts	0	0.212	0
5_1_grt	0	0.234	0
6_report	0	0.209	0
-- layout make-up --
cell class                      count  area share
Tap cell                           46     0.05275
Multi-Input combinational cell     58      0.5459
Inverter                           13     0.04472
Timing Repair Buffer               50      0.3567
-- kinds of logic (layout without fill, tap and decap cells) --
kind of cell | count (synthesis) | after routing
compound gates | 21 | 21
xor+xnor | 5 | 5
fa+ha+maj | 15 | 15
buf+inv | 15 | 63
mux | 2 | 2
simple gates | 15 | 15
-- critical path: stages --
cell	delay, ns
dlygate4sd2_1	0.25
inv_2	0.07
ha_4	0.21
buf_4	0.15
o21a_1	0.18
o31a_1	0.12
buf_6	0.13
or4_1	0.47
o21ai_1	0.09
clkbuf_2	0.11
-- cell usage in the layout (no fill, tap or decap), types with 2 or more instances in the layout --
cell type,synthesis,final
buf_4,0,30
inv_1,13,8
ha_1,12,7
inv_2,0,5
nor2_1,6,5
dlygate4sd2_1,0,5
clkbuf_2,0,5
ha_4,0,4
clkdlybuf4s50_1,0,4
xnor2_1,3,3
o21ai_1,0,3
o22ai_1,4,3
buf_6,0,3
a21oi_1,4,2
xor2_1,2,2
nand2_1,2,2
a21oi_2,0,2
mux2_4,0,2
a21o_1,2,2
fa_1,3,2
buf_2,2,2
-- what timing repair did --
item                                    4_1_cts  5_1_grt
pin swaps                                     7        6
buffers inserted                              7        0
endpoints found under the setup margin        5        5
gates resized                                47       14
-- per-stage QoR --
stage                     setup slack [ns]  power, mW  utilization  std cells
after floorplan                     0.4213    0.07509            -         73
after global placement             -0.6629     0.1795       0.2810        160
after detailed placement           -0.6767     0.1801       0.2810        160
after CTS                        -0.008173     0.2117       0.3264        167
after global routing              -0.01982     0.2336       0.3194        167
final                              0.09010     0.2092       0.3194        167
No activity file was given, so power comes from the tool's default toggle rates.
